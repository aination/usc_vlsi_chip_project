==> ./design.v <==
module gold_nic(clk, reset,addr,d_in,d_out,nicEn,nicEnWr, net_so,net_ro,net_do,net_polarity, net_si,net_ri,net_di);
input clk, reset;
input [0:1]addr;		 
input [0:63]d_in;		 
output reg [0:63]d_out;  
input nicEn;			 
input nicEnWr; 			 
output reg net_so;			 
input net_ro;			 
output reg [0:63]net_do;	 
input net_polarity;		 
input net_si;			 
output reg net_ri;			 
input [0:63]net_di;
reg [0:63] inp_buffer;
reg [0:1] reg_addr;
reg reg_nicEn;
reg reg_nicEnWr;
reg inp_stat_reg;
reg out_stat_reg;
reg inp_bufferRdEn; 
reg inp_bufferWrEn;
reg out_bufferRdEn;
reg out_bufferWrEn;
reg packet_polarity;
always @(*) 
	begin
		if (reg_nicEn == 1'b0)
			begin
				d_out = 0;
			end
		else 
			begin
				case(reg_addr)
					2'b00: d_out = 64'b0;   
					2'b01: d_out = {63'b0, out_stat_reg};
					2'b10: d_out = inp_buffer;
					2'b11: d_out = {63'b0, inp_stat_reg};
					default: d_out= 64'b0;
				endcase
			end
		net_ri = (inp_stat_reg == 1'b0);  
		packet_polarity = net_do[0];
		net_so =  (net_ro==1) & (out_stat_reg == 1'b1) & (net_polarity!=packet_polarity);
		inp_bufferRdEn = (addr == 2'b10) && nicEn;
		inp_bufferWrEn = (net_si==1) && (inp_stat_reg == 1'b0);
		out_bufferRdEn = net_so;
		out_bufferWrEn = nicEn && nicEnWr && (addr == 2'b00) && (out_stat_reg == 1'b0);
	end
always @(posedge clk) begin
	if (reset)
		begin
			inp_buffer <= 0;
			inp_stat_reg <= 0;
			reg_nicEn <= 0;
			out_stat_reg <= 0;
			net_do <= 0;
			reg_addr <= 0;
			reg_nicEnWr <= 0;
		end
	else
		begin
			reg_addr <= addr;
			reg_nicEnWr <= nicEnWr;
			reg_nicEn <= nicEn;
			if (out_bufferRdEn && out_bufferWrEn)           
				begin
					net_do <=d_in;
					out_stat_reg <= 0;
				end	
			else if (out_bufferRdEn && !out_bufferWrEn)
				begin
					out_stat_reg <= 0;
				end
			else if ( !out_bufferRdEn && out_bufferWrEn)
				begin
					net_do <= d_in;
					out_stat_reg <= 1;
				end
			if (inp_bufferRdEn && inp_bufferWrEn)
				begin
					inp_buffer <= net_di;
					inp_stat_reg <= 0;
				end
			else if(inp_bufferRdEn && !inp_bufferWrEn)
				begin
					inp_stat_reg <= 0;
				end			
			else if (!inp_bufferRdEn && inp_bufferWrEn)
				begin
					inp_buffer <= net_di;
					inp_stat_reg <= 1;
				end            								   
		end
	end	
endmodule
==> ./run.sh <==
#!/bin/bash
# OpenROAD 26Q1-2900-gdf79404cd8, Yosys 0.63+post, stock flow scripts
make -C /OpenROAD-flow-scripts/flow DESIGN_CONFIG=/design/flow/config.mk WORK_HOME=/design/flow/orfs finish
==> ./config.mk <==
export PLATFORM = sky130hd
export DESIGN_NAME = gold_nic
export DESIGN_NICKNAME = gold_nic
export VERILOG_FILES = /design/flow/design.v
export SDC_FILE = /design/flow/constraint.sdc
export NUM_CORES = 4
export LEC_CHECK = 1
export CORE_UTILIZATION = 30
export SYNTH_HDL_FRONTEND = slang
==> ./constraint.sdc <==
current_design gold_nic

set clk_period 10.0
set clk_io_pct 0.2

create_clock -name clk0 -period $clk_period [get_ports {clk}]

set non_clock_inputs [all_inputs -no_clocks]
set_input_delay [expr $clk_period * $clk_io_pct] -clock clk0 $non_clock_inputs
set_output_delay [expr $clk_period * $clk_io_pct] -clock clk0 [all_outputs]
==> results.py <==
# Flow results
metrics = {
    "pwr": {
        "internal_power_mw": 1.10,
        "proportion_of_total_power_due_to_net_switching_pct": 21.5,
        "power.sequential.fraction_pct": 40.1,
        "p_leak_nw": 3.30,
        "p_per_area_nw_per_um2": 153,
        "clock_power_share_pct": 50.1,
        "max-vdd-ir-drop_mv": 0.111,
        "p_sw_mw": 0.301,
        "pwr-share-comb_pct": 9.9,
    },
    "clock_tree": {
        "cts_tree": "done",
        "post_cts.repair.setup_buffers": 0,
        "cts-hold-fix-buffers": 0,
        "clk_root_buffer_cell": "clkbuf_16",
        "insertion_delay_ns": 0.41,
        "numClockSinks": 133,
        "clk_transition_reported_paths_ns": 0.06,
        "clockBufferDepth": 2,
        "cts_repair_resize_count": 0,
        "cts_htree_levels": 4,
        "cts_made_buffers": 17,
    },
    "yosys": {
        "top_cells_by_count": "dfxtp_1, nand2_1, nand2b_1, a21oi_1, mux2i_1",
        "synthDominantAreaCellType": "dfxtp_1",
        "yosysMostFrequentCell": "dfxtp_1",
        "topCellsByArea": "dfxtp_1, nand2b_1, mux2i_1",
        "numSynthFlops": 133,
        "asyncSetResetFlopFracSynth_pct": 0,
        "synth-cells-yosys": 651,
        "synth-edff-count": 0,
        "synth_area_um2": 5780,
        "syn_inst": 651,
        "ys_seq_share_pct": 46.0,
        "yosys_reported_design_area_after_synthesis_um2": 5780,
        "synth_cell_type_count": 23,
        "syn_avg_cell_area_um2": 8.88,
        "synth.top_cell.area_share_pct": 46.0,
        "flop_cell": "dfxtp_1",
        "ys.warnings.count": 0,
    },
    "critical_path": {
        "worst-setup-path-type": "input pin to output pin",
        "worst_path_most_repeated_cell": "clkdlybuf4s50_1",
        "critical_path.endpoint_type": "output pin",
        "worst_r2r_path_depth": 4,
        "worst_r2r_startpoint": "out_stat_reg",
        "cpPeakStageDelay_ns": 0.47,
        "crit_slowest_cell": "clkdlybuf4s50_1",
        "cp_data_required_time_ns": 8.00,
        "crit_fanout": 2,
        "worstPathCellList": "clkdlybuf4s50_1 -> xor2_1 -> and3_2 -> clkdlybuf4s50_1",
        "reg2reg_to": "net_do[56]",
        "reg2reg_slack_ns": 7.97,
        "worst-endpoint-arrival_ns": 3.24,
        "cp-start-kind": "input pin",
    },
    "sta": {
        "final_tally_of_max_slew_violations": 0,
        "fin_setup_tns_ns": 0,
        "max_slew.worst_pin.slew_ns": 0.747,
        "fmax_ghz": 0.191,
        "worst_slew_margin_rel_pct": 50.2,
        "report.final.hold_viol_count": 0,
        "layout_min_cycle_time_ns": 5.24,
        "rsz0062_at_grt": "no",
        "finalSetupViolations": 0,
        "fin_worst_skew_ns": 0.00846,
        "timing.final.crit_share_pct": 52.4,
    },
    "worst_hold_path": {
        "min_to": "inp_buffer[46]",
        "hp-class": "register to register",
        "worstHoldPathCells": 2,
        "min_from": "inp_buffer[46]",
    },
    "floorplan": {
        "num_io_pins": 267,
        "fp.dieW_um": 141,
        "std_cell_rows": 50,
        "fp_util_pct": 30.7,
        "floorplan.die.height_um": 141,
        "chip_area_um2": 19800,
        "total_core_area_um2": 18800,
    },
    "finish": {
        "top_regs": "inp_buffer (64), net_do (64), reg_addr (2)",
        "layout.cells.non_filler": 1165,
        "post_route_cells_drive_above_1_share_pct": 4.97,
        "area.growth.synth_to_final_pct": 58.3,
        "utilization_pct": 48.6,
    },
    "grt": {
        "grt_pass1_vias": 4861,
        "antenna_found_initial": 1,
        "grt_usage_pct": 16.1,
        "grt_first_pass_wirelength_um": 25000,
        "overflow": 0,
        "maximum_number_of_pins_on_one_net_before_global_route_repair": 97,
    },
    "flow_run": {
        "log.warning_count": 25,
        "max_cap_violations": 0,
    },
    "place": {
        "placement.io_buffers": 266,
        "dp_hpwl_um": 10400,
        "total_placed_cells_including_tap_cells": 1133,
        "final_wtd_congestion": 0.778,
    },
    "route": {
        "first_pass_iters": 4,
        "initialDrtViolationCount": 144,
        "drc": 0,
        "drt-total-wl_um": 15600,
        "number_of_antenna_repair_diodes": 0,
        "routedWlPerCell_um": 13.4,
        "final_antenna_net_count": 0,
        "vias_post_dr": 4948,
        "vias_per_cell": 4.25,
    },
    "outcome": {
        "result_of_the_run": "complete, no violations",
    },
}
[worst max path at each step]
stage                start  endpoint  slack [ns]
CTS           net_polarity    net_so        4.75
global route  net_polarity    net_so        4.71
finish        net_polarity    net_so        4.76
[through the flow]
step	setup WS, ns	cell area, um2	total power, mW	hold slack [ns]
after CTS	4.75	9150	1.43	0.450
after global placement	4.73	8490	0.713	0.438
after floorplan	5.69	5780	0.635	0.432
after detailed placement	4.76	8490	0.714	0.442
final	4.76	9150	1.40	0.447
after global routing	4.71	9150	1.47	0.463
[metal layers]
layer  GRT usage (%)  part of all wire, %  vias to the layer above
met5               0                0.077                        -
li1                -                    -                     2559
met3            7.85                   12                       11
met4            1.95                  1.0                        2
met1            22.0                   45                     2189
met2            23.9                   42                      187
[critical path: cells and delay by family]
kind                      cells  cell delay [ns]
and+or+nand+nor               1             0.19
xor gates and xnor gates      1             0.13
buffers and inverters         2             0.92
[cell type report]
class | count | area [um2]
Fill cell | 1826 | 9680
Sequential cell | 133 | 2660
Tap cell | 260 | 325
Timing Repair Buffer | 272 | 2710
Inverter | 2 | 7.51
Multi-Input combinational cell | 466 | 2790
Clock inverter | 12 | 200
Clock buffer | 20 | 467
[power groups by stage]
stage | Sequential (mW) | Clock (mW) | Combinational, mW
CTS | 0.562 | 0.724 | 0.141
global route | 0.565 | 0.747 | 0.154
finish | 0.562 | 0.702 | 0.138
[cells by family (layout without fill, tap and decap cells)]
| kind of cell | after synthesis | after routing | share of synthesized area, % |
|---|---|---|---|
| DFF | 133 | 133 | 46.0 |
| xor gates and xnor gates | 1 | 1 | 0.151 |
| muxes | 65 | 65 | 11.3 |
| buffers and inverters | 52 | 306 | 5.97 |
| and+or+nand+nor | 333 | 333 | 30.6 |
| AOI/OAI and AO/OA | 67 | 67 | 5.93 |
[cells in the final DEF (no fill, tap or decap)]
cell	n
nand3b_1	1
buf_4	7
a211oi_1	2
nand3_1	1
a21oi_1	64
mux2_2	1
clkinv_4	2
xor2_1	1
clkinv_2	2
a21boi_0	1
clkbuf_16	17
nand2b_1	128
clkdlybuf4s50_1	265
and3_2	1
and2_1	63
nand2b_2	1
and3b_1	1
inv_1	2
and3_4	1
nand2_1	129
clkbuf_8	3
bufinv_16	5
nor2b_1	3
nor2b_4	2
dfxtp_1	133
clkinvlp_4	3
nor2_1	2
mux2i_1	64
Power figures rest on the tool's default switching activity, not on a simulated workload.
