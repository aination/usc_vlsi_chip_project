$ cat /design/flow/config.mk
export PLATFORM = sky130hd
export DESIGN_NAME = gold_ring
export DESIGN_NICKNAME = gold_ring
export VERILOG_FILES = /design/flow/design.v
export SDC_FILE = /design/flow/constraint.sdc
export NUM_CORES = 4
export LEC_CHECK = 1
export CORE_UTILIZATION = 40
export SYNTH_HDL_FRONTEND = slang
$ cat /design/flow/constraint.sdc
current_design gold_ring

set clk_period 62.0
set clk_io_pct 0.2

create_clock -name clk0 -period $clk_period [get_ports {clk}]

set non_clock_inputs [all_inputs -no_clocks]
set_input_delay [expr $clk_period * $clk_io_pct] -clock clk0 $non_clock_inputs
set_output_delay [expr $clk_period * $clk_io_pct] -clock clk0 [all_outputs]
$ cat /design/flow/design.v
module gold_ring(clk, reset, node0_pesi, node0_peri, node0_pedi, node0_peso, node0_pero, node0_pedo,
              node1_pesi, node1_peri, node1_pedi, node1_peso, node1_pero, node1_pedo,
			  node2_pesi, node2_peri, node2_pedi, node2_peso, node2_pero, node2_pedo,
			  node3_pesi, node3_peri, node3_pedi, node3_peso, node3_pero, node3_pedo,
			  node0_polarity, node1_polarity, node2_polarity, node3_polarity);
output node0_peri, node0_peso, node0_pedo, node1_peri, node1_peso, node1_pedo, node2_peri, node2_peso, node2_pedo, node3_peri, node3_peso, node3_pedo;
input node0_pesi, node0_pedi, node0_pero, node1_pesi, node1_pedi, node1_pero, node2_pesi, node2_pedi, node2_pero, node3_pesi, node3_pedi, node3_pero, clk, reset;
output node0_polarity, node1_polarity, node2_polarity, node3_polarity;
wire [3:0] cws, cwr, ccws, ccwr;
wire [63:0] cwd [0:3];
wire [63:0] ccwd [0:3];
wire [63:0] node0_pedi, node1_pedi, node2_pedi, node3_pedi;
wire [63:0] node0_pedo, node1_pedo, node2_pedo, node3_pedo;
	gold_router node3(.clk(clk), .reset(reset), .polarity(node3_polarity),
	.cwsi(cws[2]), .cwri(cwr[2]), .cwdi(cwd[2]), 
	.ccwsi(ccws[3]), .ccwri(ccwr[3]), .ccwdi(ccwd[3]),
	.pesi(node3_pesi),.peri(node3_peri), .pedi(node3_pedi), 
	.cwso(cws[3]), .cwro(cwr[3]),  .cwdo(cwd[3]), 
	.ccwso(ccws[2]), .ccwro(ccwr[2]),.ccwdo(ccwd[2]), 
	.peso(node3_peso), .pero(node3_pero), .pedo(node3_pedo));
	gold_router node2(.clk(clk), .reset(reset), .polarity(node2_polarity),
	.cwsi(cws[1]), .cwri(cwr[1]), .cwdi(cwd[1]), 
	.ccwsi(ccws[2]), .ccwri(ccwr[2]), .ccwdi(ccwd[2]),
	.pesi(node2_pesi),.peri(node2_peri), .pedi(node2_pedi), 
	.cwso(cws[2]), .cwro(cwr[2]),  .cwdo(cwd[2]), 
	.ccwso(ccws[1]), .ccwro(ccwr[1]),.ccwdo(ccwd[1]), 
	.peso(node2_peso), .pero(node2_pero), .pedo(node2_pedo));
	gold_router node1(.clk(clk), .reset(reset), .polarity(node1_polarity),
	.cwsi(cws[0]), .cwri(cwr[0]), .cwdi(cwd[0]), 
	.ccwsi(ccws[1]), .ccwri(ccwr[1]), .ccwdi(ccwd[1]),
	.pesi(node1_pesi),.peri(node1_peri), .pedi(node1_pedi), 
	.cwso(cws[1]), .cwro(cwr[1]),  .cwdo(cwd[1]), 
	.ccwso(ccws[0]), .ccwro(ccwr[0]),.ccwdo(ccwd[0]), 
	.peso(node1_peso), .pero(node1_pero), .pedo(node1_pedo));
	gold_router node0(.clk(clk), .reset(reset), .polarity(node0_polarity),
	.cwsi(cws[3]), .cwri(cwr[3]), .cwdi(cwd[3]), 
	.ccwsi(ccws[0]), .ccwri(ccwr[0]), .ccwdi(ccwd[0]),
	.pesi(node0_pesi),.peri(node0_peri), .pedi(node0_pedi), 
	.cwso(cws[0]), .cwro(cwr[0]),  .cwdo(cwd[0]), 
	.ccwso(ccws[3]), .ccwro(ccwr[3]),.ccwdo(ccwd[3]), 
	.peso(node0_peso), .pero(node0_pero), .pedo(node0_pedo));
endmodule
module gold_router(clk,reset,polarity,
                   cwsi,cwri,cwdi,ccwsi,ccwri,ccwdi,pesi,peri,pedi,
				   cwso,cwro,cwdo,ccwso,ccwro,ccwdo,peso,pero,pedo);
input cwsi,cwdi,ccwsi,ccwdi,pesi,cwro,ccwro,pero,clk,reset,pedi;
output cwri, ccwri, peri, cwso, cwdo, ccwso, ccwdo, peso, pedo, polarity;
wire [63:0]cwdi;
wire [63:0]ccwdi;
wire [63:0]pedi;
wire [63:0]cwdo;
wire [63:0]ccwdo;
wire [63:0]pedo;
reg polarity;
wire [1:0] req0, req1, req2;
wire [1:0] gnt0, gnt1, gnt2;
wire [63:0] in_buffer_out0;    
wire [63:0] in_buffer_out1;
wire [63:0] in_buffer_out2;
always @(posedge clk)
begin
    if (reset)
        begin
			polarity <=0;
        end
	else
	    polarity <= !polarity;
end
out_buffer ob2(.clk(clk), .reset(reset), .polarity(polarity), .inp_buffer_req( {req1[1], req0[1]} ), 
			.data_in0(in_buffer_out0), .data_in1(in_buffer_out1), .send_out(peso), .ready_out(pero), 
			.data_out(pedo), .inp_buffer_gnt(gnt2) );
out_buffer ob1(.clk(clk), .reset(reset), .polarity(polarity), .inp_buffer_req( {req2[1], req1[0]} ), 
			.data_in0(in_buffer_out1), .data_in1(in_buffer_out2), .send_out(ccwso), .ready_out(ccwro), 
			.data_out(ccwdo), .inp_buffer_gnt(gnt1) );
out_buffer ob0(.clk(clk), .reset(reset), .polarity(polarity), .inp_buffer_req( {req2[0], req0[0]} ), 
			.data_in0(in_buffer_out0), .data_in1(in_buffer_out2), .send_out(cwso), .ready_out(cwro), 
			.data_out(cwdo), .inp_buffer_gnt(gnt0) );
inp_buffer_PE ib2(.clk(clk), .reset(reset), .polarity(polarity), .send_in(pesi), .ready_in(peri), 
			.data_in(pedi), .data_out(in_buffer_out2), .out_buffer_gnt( {gnt1[1], gnt0[1]} ),.req(req2));
inp_buffer ib1(.clk(clk),.reset(reset),.polarity(polarity),.ready_in(ccwri),.send_in(ccwsi), 
               .data_in(ccwdi),.data_out(in_buffer_out1),.out_buffer_gnt({gnt2[1], gnt1[0]}),.req(req1));
inp_buffer ib0(.clk(clk),.reset(reset),.polarity(polarity),.ready_in(cwri),.send_in(cwsi), 
               .data_in(cwdi),.data_out(in_buffer_out0),.out_buffer_gnt({gnt2[0], gnt0[0]}),.req(req0));
endmodule
module out_buffer(clk, reset, polarity, inp_buffer_req, data_in0, data_in1, send_out, ready_out, data_out, inp_buffer_gnt);
	input clk, reset, polarity, inp_buffer_req, data_in0, data_in1, ready_out;
	output data_out, inp_buffer_gnt, send_out;
	wire [1:0] inp_buffer_req;
	wire [63:0] data_in0, data_in1;
	reg [63:0] data_out;
	reg [1:0] inp_buffer_gnt;	
	reg [63:0]even_buffer, odd_buffer;
	reg even_buffer_f, odd_buffer_f;
	reg even_pr, odd_pr;
	reg send_out;
	parameter EVEN = 1'b0;
	parameter ODD = 1'b1;
	always @(*)
		begin
			if (polarity == EVEN)
				begin
					send_out = odd_buffer_f & ready_out;
					data_out = odd_buffer;
				end
			else  
				begin
					send_out = even_buffer_f & ready_out;
					data_out = even_buffer;
				end
			if (inp_buffer_req == 2'b00)
				begin
					 inp_buffer_gnt = 2'b00;
				end
			else if (inp_buffer_req == 2'b01)
				begin
					if( ((polarity == EVEN) && (!even_buffer_f)) | ((polarity == ODD) && (!odd_buffer_f)) )
						inp_buffer_gnt = 2'b01;
					else
						inp_buffer_gnt = 2'b00;
				end
			else if (inp_buffer_req == 2'b10)
				begin
					if( ((polarity == EVEN) && (!even_buffer_f)) | ((polarity == ODD) && (!odd_buffer_f)) )
						inp_buffer_gnt = 2'b10;
					else
						inp_buffer_gnt = 2'b00;
				end
			else if (inp_buffer_req == 2'b11)
				begin
					if( (polarity == EVEN) && (!even_buffer_f)) 
						begin
							if(even_pr == 1'b0)
								inp_buffer_gnt = 2'b01;
							else
								inp_buffer_gnt = 2'b10;
						end 
					else if((polarity == ODD) && (!odd_buffer_f)) 
							begin
								if(odd_pr == 1'b0)
									inp_buffer_gnt = 2'b01;
								else
									inp_buffer_gnt = 2'b10;
							end 
					else 
						begin
							inp_buffer_gnt = 2'b00;
						end
				end
			else
				begin
					inp_buffer_gnt = 2'b00;
		        end
		end
	always @(posedge clk)
		begin
			if (reset) 
				begin
					even_buffer <= 0;
					even_buffer_f <= 0;
					odd_buffer <= 0;
					odd_pr <= 0;
					odd_buffer_f <= 0;
					even_pr <= 0;
				end
			else 
				begin
					if(polarity == EVEN)
						begin
							if (inp_buffer_gnt[0]==1)
								begin
									even_buffer_f <= 1;
									even_buffer <= data_in0;
								end
							else if (inp_buffer_gnt[1]==1)
								begin
								    even_buffer_f <= 1;
									even_buffer <= data_in1;
								end
							if (((inp_buffer_req[1]==1) && (inp_buffer_req[0]==1)) && ((inp_buffer_gnt[1]==1)||(inp_buffer_gnt[0]==1)))
								even_pr <= ~even_pr;
							if(send_out==1) 
								begin
								    odd_buffer <= 0;
									odd_buffer_f <= 0;
								end
					    end
					else   
						begin
							if (inp_buffer_gnt[0]==1)
								begin
								    odd_buffer_f <= 1;
									odd_buffer <= data_in0;
								end
							else if (inp_buffer_gnt[1]==1)
								begin
								    odd_buffer_f <= 1;
									odd_buffer <= data_in1;
								end
							if (((inp_buffer_req[1]==1)&&(inp_buffer_req[0]==1)) && ((inp_buffer_gnt[1]==1)||(inp_buffer_gnt[1]==0)))
								begin
									odd_pr <= ~odd_pr;
								end
							if(send_out==1)
								begin
									even_buffer <= 0;
									even_buffer_f <= 0;
								end
						end
       		    end
        end
endmodule
module inp_buffer (clk, reset, polarity, send_in, ready_in, data_in, data_out, out_buffer_gnt, req);
    parameter PE = 0;
	input clk, reset, polarity;
	input send_in;
	output ready_in;
	input data_in;
	output data_out;
	output req;
	input out_buffer_gnt;
	wire [1:0] out_buffer_gnt;
	reg [1:0]req;
	reg [63:0] data_out;
	wire [63:0]data_in;
	reg ready_in;
	reg [7:0] updated_HC;
	reg [63:0] even_buffer, odd_buffer;
	reg even_buffer_f, odd_buffer_f;
	parameter EVEN = 1'b0;
	parameter ODD = 1'b1;
	parameter CW = 1'b0;
	parameter CCW = 1'b1;
	always @(*)
		begin
			if(polarity == EVEN) 
				begin
					ready_in = (!reset)&&(!odd_buffer_f);
					updated_HC = even_buffer[55:48]-1;
					if(PE==1)
						begin
							data_out = {even_buffer[63:56], updated_HC, even_buffer[47:0]};
							if (even_buffer[62]==CW)
								begin
									req = {1'b0, even_buffer_f};
								end
							else
								begin
									req = {even_buffer_f, 1'b0};
								end
						end
					else if (even_buffer[55:48]==0)
						begin
							data_out = even_buffer;
							req = {even_buffer_f, 1'b0};
						end
					else
						begin
							data_out = {even_buffer[63:56], updated_HC, even_buffer[47:0]};
							req = {1'b0, even_buffer_f};    
						end
				end
			else  
				begin
					ready_in = (!reset)&&(!even_buffer_f);
					updated_HC = odd_buffer[55:48] - 1;
					if (PE) 
						begin
							data_out = {odd_buffer[63:56], updated_HC , odd_buffer[47:0]};
							if (odd_buffer[62] == CW)
								begin
									req = {1'b0, odd_buffer_f};
								end
							else
								begin
									req = {odd_buffer_f,1'b0};
								end
						end
					else if (odd_buffer[55:48]==0)
						begin
							data_out = odd_buffer;
							req = {odd_buffer_f, 1'b0};
						end
					else 
						begin
							data_out = {odd_buffer[63:56], updated_HC, odd_buffer[47:0]};
							req = {1'b0, odd_buffer_f};
						end
				end
		end
	always @(posedge clk)
		begin
			if (reset) 
				begin
					even_buffer <= 0;
					odd_buffer <= 0;
					even_buffer_f <= 0;
					odd_buffer_f <= 0;
				end
			else 
				begin
					if(polarity == EVEN)
						begin
							if (send_in)
								begin
									odd_buffer_f <= 1;
									odd_buffer <= data_in;
								end
							if((out_buffer_gnt[0]==1) || (out_buffer_gnt[1]==1)) 
								begin
									even_buffer <= 0;
									even_buffer_f <= 0;
								end
						end
					else 
						begin
							if (send_in)
								begin
									even_buffer_f <=1;
									even_buffer <= data_in;
								end	
							if(out_buffer_gnt[0]==1 || out_buffer_gnt[1]==1) 
								begin
									odd_buffer <= 0;
									odd_buffer_f <= 0;
								end
		                end		
				end
		end
endmodule
module inp_buffer_PE (clk, reset, polarity, send_in, ready_in, data_in, data_out, out_buffer_gnt, req);
    parameter PE = 1;
	input clk, reset, polarity;
	input send_in;
	output ready_in;
	input data_in;
	output data_out;
	output req;
	input out_buffer_gnt;
	wire [1:0] out_buffer_gnt;
	reg [1:0]req;
	reg [63:0] data_out;
	wire [63:0]data_in;
	reg ready_in;
	reg [7:0] updated_HC;
	reg [63:0] even_buffer, odd_buffer;
	reg even_buffer_f, odd_buffer_f;
	parameter EVEN = 1'b0;
	parameter ODD = 1'b1;
	parameter CW = 1'b0;
	parameter CCW = 1'b1;
	always @(*)
		begin
			if(polarity == EVEN) 
				begin
					ready_in = (!reset)&&(!odd_buffer_f);
					updated_HC = even_buffer[55:48]-1;
					if(PE==1)
						begin
							data_out = {even_buffer[63:56], updated_HC, even_buffer[47:0]};
							if (even_buffer[62]==CW)
								begin
									req = {1'b0, even_buffer_f};
								end
							else
								begin
									req = {even_buffer_f, 1'b0};
								end
						end
					else if (even_buffer[55:48]==0)
						begin
							data_out = even_buffer;
							req = {even_buffer_f, 1'b0};
						end
					else
						begin
							data_out = {even_buffer[63:56], updated_HC, even_buffer[47:0]};
							req = {1'b0, even_buffer_f};    
						end
				end
			else  
				begin
					ready_in = (!reset)&&(!even_buffer_f);
					updated_HC = odd_buffer[55:48] - 1;
					if (PE) 
						begin
							data_out = {odd_buffer[63:56], updated_HC , odd_buffer[47:0]};
							if (odd_buffer[62] == CW)
								begin
									req = {1'b0, odd_buffer_f};
								end
							else
								begin
									req = {odd_buffer_f,1'b0};
								end
						end
					else if (odd_buffer[55:48]==0)
						begin
							data_out = odd_buffer;
							req = {odd_buffer_f, 1'b0};
						end
					else 
						begin
							data_out = {odd_buffer[63:56], updated_HC, odd_buffer[47:0]};
							req = {1'b0, odd_buffer_f};
						end
				end
		end
	always @(posedge clk)
		begin
			if (reset) 
				begin
					even_buffer <= 0;
					odd_buffer <= 0;
					even_buffer_f <= 0;
					odd_buffer_f <= 0;
				end
			else 
				begin
					if(polarity == EVEN)
						begin
							if (send_in)
								begin
									odd_buffer_f <= 1;
									odd_buffer <= data_in;
								end
							if((out_buffer_gnt[0]==1) || (out_buffer_gnt[1]==1)) 
								begin
									even_buffer <= 0;
									even_buffer_f <= 0;
								end
						end
					else 
						begin
							if (send_in)
								begin
									even_buffer_f <=1;
									even_buffer <= data_in;
								end	
							if(out_buffer_gnt[0]==1 || out_buffer_gnt[1]==1) 
								begin
									odd_buffer <= 0;
									odd_buffer_f <= 0;
								end
		                end		
				end
		end
endmodule
$ cat /design/flow/run.sh
#!/bin/bash
# OpenROAD 26Q1-2900-gdf79404cd8, Yosys 0.63+post, stock flow scripts
make -C /OpenROAD-flow-scripts/flow DESIGN_CONFIG=/design/flow/config.mk WORK_HOME=/design/flow/orfs finish
==> impl_table.tex <==
% Implementation results table
\begin{tabular}{lr}
\hline
Metric & Value \\
\hline
\multicolumn{2}{l}{\textbf{Run status}} \\
\quad Run status & finished clean \\
\multicolumn{2}{l}{\textbf{Yosys}} \\
\quad Adder and majority gate portion of the synthesized area & 0.00184 \\
\quad Top cells by area, synth & dfxtp\_1 46\%, mux4\_2 7.4\%, a22o\_1 6.1\%, mux2i\_1 4.4\%, nand2\_1 3.5\% \\
\quad Compound-gate portion of the synthesized area & 0.220 \\
\quad Yosys synthesis chip area & 136000 um2 \\
\quad Most used DFF post-synth & dfxtp\_1 \\
\quad Share of Yosys cell area claimed by the top area cell type & 0.463 \\
\quad Sequential area share after synthesis & 0.463 \\
\quad Post-Synth XOR/XNOR Area & 0.00797 \\
\quad Most popular library cell in the synthesized design by count & dfxtp\_1 \\
\quad Number of distinct library cells after synthesis & 99 \\
\quad Total standard cell area after synthesis & 136000 um2 \\
\quad Syn Inst Count & 13713 \\
\quad Post-synthesis share of cell area spent on and, or, nand and nor gates & 0.121 \\
\quad Synth Register Bits & 3148 \\
\quad Main logic family after synthesis & AND-OR/OR-AND gates \\
\quad Most common library cells after synthesis & 3148 x dfxtp\_1, 1276 x nand2\_1, 956 x a22o\_1 \\
\quad Number of enable flip-flop cells & 0 \\
\quad Share of flip-flops with an asynchronous set or reset after synthesis & 0 \\
\quad Dominant cell type by area after synthesis & dfxtp\_1 \\
\quad Yosys synthesis warning count & 0 \\
\quad Post-Synthesis Mean Instance Area & 9.93 um2 \\
\quad Count of instantiated cells in the yosys netlist & 13713 \\
\quad Mux contribution to synthesized area & 0.142 \\
\multicolumn{2}{l}{\textbf{Worst hold path}} \\
\quad Hold Crit Class & flip-flop to flip-flop \\
\quad Source of the worst hold timing path & node1.ob2.even\_buffer[53]\$\_SDFFE\_PP0P\_ \\
\quad WHS Path Cells & 1 \\
\quad Hold EP & node1.ob2.even\_buffer[53]\$\_SDFFE\_PP0P\_ \\
\multicolumn{2}{l}{\textbf{Routing}} \\
\quad Drt first-iter violations & 9527 \\
\quad DRT antenna net count & 0 \\
\quad DR vias/cell & 6.07 \\
\quad Drt first pass iters & 7 \\
\quad Routed wire per std cell & 30.0 um \\
\quad Routed vias & 112049 \\
\quad Total detailed-routing wirelength & 554000 um \\
\quad Detailed-route DRC error count & 0 \\
\multicolumn{2}{l}{\textbf{Global routing}} \\
\quad Vias in the first global route & 104896 \\
\quad Pin count of the biggest net entering global routing & 129 \\
\quad Wire length of the first global-routing pass & 782000 um \\
\quad Met3 demand-to-capacity share in global routing & 0.180 \\
\quad Grt total ovfl & 0 \\
\quad Number of antenna violations at the first check in global routing & 13 \\
\quad Most Crowded Layer GR & met2 \\
\quad Aggregate global-route resource usage & 0.330 \\
\quad Global-route met2 utilization & 0.436 \\
\quad Fraction of met1 tracks used by global routing & 0.429 \\
\multicolumn{2}{l}{\textbf{Placed design}} \\
\quad Final HPWL DP & 380000 um \\
\quad IO Port Bufs & 533 \\
\quad Placed cell count & 17829 \\
\quad Final weighted congestion in routability-driven placement & 0.981 \\
\multicolumn{2}{l}{\textbf{Clock tree}} \\
\quad Number of clock buffers inserted by TritonCTS & 343 \\
\quad Clock edge transition at the registers on the reported setup and hold paths & 0.06 ns \\
\quad Number of sinks driven by the clock tree & 3148 \\
\quad Number of gates given a new drive strength after cts & 0 \\
\quad H-tree levels & 5 \\
\quad \# Post-CTS Setup Buffers & 0 \\
\quad Bufs on Longest Clock Path & 4 \\
\quad Clock tree root buffer cell & clkbuf\_16 \\
\quad Late-Pin Clk Latency & 0.97 ns \\
\quad TritonCTS clock tree & built \\
\quad Quantity of hold-fixing buffers added after cts & 0 \\
\multicolumn{2}{l}{\textbf{Worst setup path}} \\
\quad Nature of the critical path startpoint & primary input \\
\quad Capture instance of the worst register-to-register path & node0.ob1.odd\_buffer[22]\$\_SDFFE\_PP0P\_ \\
\quad Chain of cells forming the critical path & buf\_8 -> inv\_8 -> buf\_4 -> buf\_4 -> o211a\_1 -> clkdlybuf4s50\_1 \\
\quad Crit Path Max Fanout & 51 \\
\quad Crit path largest cell delay & 0.55 ns \\
\quad Cell mode on critical path & buf\_4 \\
\quad Reg2Reg Setup Slack & 55.87 ns \\
\quad Origin of the critical flop-to-flop path & node0.polarity\$\_SDFF\_PP0\_ \\
\quad Path depth of the worst reg2reg path & 10 \\
\quad Critical path endpoint category & output port \\
\quad Worst path slowest cell & buf\_4 \\
\quad Worst endpoint data arrival time & 14.70 ns \\
\quad Classification of the worst setup path & primary input to output port \\
\quad Worst path required time & 49.60 ns \\
\multicolumn{2}{l}{\textbf{Die}} \\
\quad Chip Width & 586 um \\
\quad Die y size & 586 um \\
\quad Fraction of the core area occupied by cells at floorplan & 0.403 \\
\quad DIE AREA & 343000 um2 \\
\quad Core Region & 338000 um2 \\
\quad Number of placement rows & 213 \\
\quad Number of top-level design ports & 534 \\
\multicolumn{2}{l}{\textbf{STA}} \\
\quad Final cycle utilization of the critical path & 0.437 \\
\quad Total count of hold-check failures in the final report & 0 \\
\quad Relative slew margins & 0.220 \\
\quad Accumulated negative setup slack & 0 ns \\
\quad Maximum clock rate & 36.9 MHz \\
\quad Final Max Tran Viols & 0 \\
\quad Period minus WS final & 27.10 ns \\
\quad Worst-margin pin slew & 1.14 ns \\
\quad Final worst clock skew & 0.0896 ns \\
\quad Final setup violation count & 0 \\
\quad Unrepaired setup endpoints after global routing & false \\
\multicolumn{2}{l}{\textbf{Power}} \\
\quad Internal power consumption & 3420 uW \\
\quad Switching power share of the total & 0.261 \\
\quad Clk pwr share & 0.460 \\
\quad Relative contribution of combinational cells to total power & 0.088 \\
\quad Register share of total power & 0.452 \\
\quad Power density normalized to cell area & 29.5 nW/um2 \\
\quad Max VDD drop & 24.6 uV \\
\quad Leak Pwr & 0.0544 uW \\
\quad Final Power & 4630 uW \\
\quad Switch Pwr & 1210 uW \\
\multicolumn{2}{l}{\textbf{Finish}} \\
\quad Share of final-layout standard cells stronger than drive strength 1 & 0.134 \\
\quad Layout overhead on the synthesized area & 15.4\% \\
\quad Non-filler instance count after layout & 18452 \\
\multicolumn{2}{l}{\textbf{Flow run}} \\
\quad OpenROAD warnings & 50 \\
\quad Number of maximum-capacitance violations & 0 \\
\hline
\end{tabular}
power groups by stage:
stage	Clock [uW]	Combinational [uW]	Sequential, uW
5_1_grt	2230	425	2100
4_1_cts	2150	401	2090
6_report	2130	409	2090
cell families after synthesis:
logic type,after synthesis
flops,3148
mux,1334
xor+xnor,124
simple gates,3605
compound gates,4022
buf+inv,1460
fa+ha+maj,20
cell type report:
cell class                 instances  area [um2]
tap                             4515        5650
timing repair buffer             936        8500
clock inverter                   121        1710
inverter                         125         507
fill                           30987      180000
antenna                            4        10.0
clock buffer                     498       10000
sequential                      3148       63000
multi-input combinational       9105       67800
stage by stage:
stage	instance area (um2)	hold WS (ns)	setup WS, ns	util
2_1_floorplan	136000	0.424	35.49	-
3_3_place_gp	146000	0.433	34.86	0.431
3_5_place_dp	146000	0.440	34.86	0.431
4_1_cts	157000	0.455	34.86	0.466
5_1_grt	157000	0.472	34.84	0.466
6_report	157000	0.451	34.90	0.466
critical path: cells and delay by family:
kind,cells,cell delay (ns)
compound gates,1,0.29
buf+inv,5,1.93
layer usage:
layer | share of wire | wire [um]
met5 | 0.0016 | 871
met4 | 0.075 | 41600
met3 | 0.15 | 80400
met2 | 0.40 | 223000
met1 | 0.37 | 208000
cell usage in the layout, fill, tap and decap left out, drive strengths merged, types with 323 or more instances in the layout:
cell type / n
dfxtp: 3148
o22ai: 411
a211oi: 606
a22o: 956
o211ai: 323
a221o: 453
a21oi: 725
nand3: 419
nor2: 951
clkdlybuf4s50: 531
buf: 405
mux2i: 600
clkbuf: 498
mux4: 448
and2: 474
nand2: 1278
how the worst max path moves through the flow:
stage,end,startpoint
4_1_cts,node3_peri,reset
5_1_grt,node3_peri,reset
6_report,node3_peri,reset
Power and IR drop assume default switching activity.
